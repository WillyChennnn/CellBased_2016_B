**design/flow/constraint.sdc**
```tcl
current_design CLE

set clk_period 7.8
set clk_io_pct 0.2

create_clock -name clk0 -period $clk_period [get_ports {clk}]

set non_clock_inputs [all_inputs -no_clocks]
set_input_delay [expr $clk_period * $clk_io_pct] -clock clk0 $non_clock_inputs
set_output_delay [expr $clk_period * $clk_io_pct] -clock clk0 [all_outputs]
```
**design/flow/config.mk**
```make
export PLATFORM = sky130hd
export DESIGN_NAME = CLE
export DESIGN_NICKNAME = CLE
export VERILOG_FILES = /design/flow/design.v
export SDC_FILE = /design/flow/constraint.sdc
export NUM_CORES = 4
export LEC_CHECK = 1
export CORE_UTILIZATION = 50
```
**design/flow/design.v**
```verilog
`timescale 1ns/10ps
module CLE ( clk, reset, rom_q, rom_a, sram_q, sram_a, sram_d, sram_wen, finish);
input         clk;
input         reset;
input  [7:0]  rom_q;
output reg [6:0]  rom_a;
input  [7:0]  sram_q;
output reg [9:0]  sram_a;
output reg [7:0]  sram_d;
output reg        sram_wen;
output        finish;
parameter IDLE = 4'd0,
          LABEL = 4'd1,
          LABEL_DONE = 4'd2,
          SCAN_S1 = 4'd3,
          WRITE_S1 = 4'd4,
          S1_DONE = 4'd5,
          SCAN_S2 = 4'd6,
          WRITE_S2 = 4'd7,
          DONE = 4'd8;
reg [3:0] state, n_state;
reg [3:0] cnt, n_cnt;
reg [7:0] tmp_label;
reg [4:0] row, n_row;
reg [4:0] col, n_col;
reg [7:0] min, n_min;
wire [9:0] c_addr;
reg [9:0] sram_addr, bias;
wire [8:0] diff;
reg [7:0] record;
assign c_addr = {row,5'd0} + col;
assign finish = (state == DONE)?1'b1:1'b0;
assign diff = sram_q - min;
always@(posedge clk or posedge reset)begin
    if(reset)begin
        state <= IDLE; 
    end
    else begin
        state <= n_state;
    end
end
always@(*)begin
    case(state)
        IDLE:n_state = LABEL;
        LABEL:begin
            if(&sram_a)begin
                n_state = LABEL_DONE;
            end
            else begin
                n_state = state;
            end
        end
        LABEL_DONE: n_state = SCAN_S1;
        SCAN_S1:begin
            if(cnt == 4'd8)begin
                n_state = WRITE_S1;
            end
            else begin
                n_state = SCAN_S1;
            end
        end
        WRITE_S1:begin
            if(&sram_a)begin
                n_state = S1_DONE;
            end
            else if(cnt == 4'd7)begin
                n_state = SCAN_S1;
            end
            else begin
                n_state = state;
            end
        end
        S1_DONE: n_state = SCAN_S2;
        SCAN_S2:begin
            if(cnt == 4'd8)begin
                n_state = WRITE_S2;
            end
            else begin
                n_state = SCAN_S2;
            end
        end
        WRITE_S2:begin
            if(row == 5'd1 && col == 5'd30 && sram_a == 10'd95)begin
                n_state = DONE;
            end
            else if(cnt == 4'd7)begin
                n_state = SCAN_S2;
            end
            else begin
                n_state = state;
            end
        end
        DONE:begin
            n_state = DONE;
        end 
        default:n_state = IDLE;
    endcase
end
always@(posedge clk or posedge reset)begin
    if(reset)begin
        cnt <= 4'd8;
    end
    else if(state == IDLE)begin
        cnt <= 4'd8;
    end
    else begin
        cnt <= n_cnt;
    end
end
always@(*)begin
    if(state == LABEL)begin
        if(cnt == 4'd0)begin
            n_cnt = 4'd8;
        end
        else begin
            n_cnt = cnt - 4'd1;
        end
    end
    else if(state == LABEL_DONE)begin
        n_cnt = 4'd0;
    end
    else if(state == SCAN_S1 || state == SCAN_S2)begin
        if(cnt == 4'd8)begin
            n_cnt = 4'd0;
        end
        else begin
            n_cnt = cnt + 4'd1;
        end
    end
    else begin
        if(cnt == 4'd7)begin
            n_cnt = 4'd0;
        end
        else begin
            n_cnt = cnt + 4'd1;
        end 
    end    
end
always@(posedge clk or posedge reset)begin
    if(reset)begin
        tmp_label <= 8'd1;
    end
    else if(rom_q[cnt])begin
        tmp_label <= tmp_label + 8'd1;
    end
    else begin
    end
end
always@(posedge clk or posedge reset)begin
    if(reset)begin
        rom_a <= 7'd0;
    end
    else if(cnt == 4'd0)begin
        rom_a <= rom_a + 7'd1;
    end
end
always@(posedge clk or posedge reset)begin
    if(reset)begin
        row <= 5'd1;
        col <= 5'd1;
    end
    else begin
        row <= n_row;
        col <= n_col;
    end
end
always@(*)begin
    if(state == WRITE_S1 && cnt == 4'd7)begin
        if(col == 5'd30)begin
            n_row = row + 5'd1;
            n_col = 5'd1;
        end
        else begin
            n_row = row;
            n_col = col + 5'd1;
        end
    end
    else if(state == S1_DONE)begin
        n_row = 5'd30;
        n_col = 5'd1;
    end
    else if(state == WRITE_S2 && cnt == 4'd7)begin
        if(col == 5'd30)begin
            n_row = row - 5'd1;
            n_col = 5'd1;
        end
        else begin
            n_row = row;
            n_col = col + 5'd1;
        end
    end
    else begin
        n_row = row;
        n_col = col;
    end
end
always@(*)begin
    if(cnt < 4'd4)begin
        sram_addr = c_addr - bias;
    end
    else begin
        sram_addr = c_addr + bias;
    end
end
always@(*)begin
    case(cnt)
        4'd0: bias = 10'd33;
        4'd1: bias = 10'd32;
        4'd2: bias = 10'd31;
        4'd3: bias = 10'd1;
        4'd4: bias = 10'd1;
        4'd5: bias = 10'd31;
        4'd6: bias = 10'd32;
        4'd7: bias = 10'd33;
        default: bias = 10'd0;
    endcase
end
always@(posedge clk or posedge reset)begin
    if(reset)begin
        record <= 8'd0;
    end
    else if(state == SCAN_S1 || state == SCAN_S2)begin
        if(~|sram_q)begin
            record[cnt-4'd1] <=1'b0;
        end
        else begin
            record[cnt-4'd1] <= 1'b1;
        end
    end
    else begin
    end
end
always@(posedge clk or posedge reset)begin
    if(reset)begin
        min <= 8'hFF;
    end
    else if(state == LABEL_DONE)begin
        min <= 8'hFF;
    end
    else begin
        min <= n_min;
    end
end
always@(*)begin
    if(state == WRITE_S1 && cnt == 4'd7)begin
        n_min = 8'hFF;
    end
    else if(state == WRITE_S2 && cnt == 4'd7)begin
        n_min = 8'hFF;
    end
    else if(state == SCAN_S1 || state == SCAN_S2)begin
        if(~|sram_q)begin
            n_min = min;
        end
        else if(diff[8])begin
            n_min = sram_q;
        end
        else begin
            n_min = min;
        end
    end
    else begin
        n_min = min;
    end
end
always@(*)begin
    case(state)
        LABEL:begin
            sram_wen = (cnt[3])?1'b1 :1'b0;
            sram_a = (cnt[3])?10'd0:{rom_a,3'd0} + 4'd7 - cnt;
            sram_d = (rom_q[cnt])? tmp_label : 8'd0;
        end
        SCAN_S1:begin
            sram_wen = 1'b1;
            sram_a = sram_addr;
            sram_d = 8'd0;
        end
        WRITE_S1:begin
            sram_wen = 1'b0;
            sram_a = sram_addr;
            sram_d = (record[cnt])? min:8'd0;
        end
        SCAN_S2:begin
            sram_wen = 1'b1;
            sram_a = sram_addr;
            sram_d = 8'd0;
        end
        WRITE_S2:begin
            sram_wen = 1'b0;
            sram_a = sram_addr;
            sram_d = (record[cnt])? min:8'd0;
        end
        default:begin
            sram_wen = 1'b1;
            sram_a = 10'd0;
            sram_d = 8'd0;
        end
    endcase
end
endmodule
```
**design/flow/run.sh**
```bash
#!/bin/bash
# OpenROAD 26Q1-2900-gdf79404cd8, Yosys 0.63+post, stock flow scripts
make -C /OpenROAD-flow-scripts/flow DESIGN_CONFIG=/design/flow/config.mk WORK_HOME=/design/flow/orfs finish
```
==> results.sh <==
# physical design summary
export IMPL_run_status="completed"
export IMPL_synthDominantAreaCellType="sky130_fd_sc_hd__dfrtp_1"
export IMPL_ctsLongestPathBuffers=2
export IMPL_place_area_mm2=0.00469
export IMPL_layout_worst_path_cycle_share=0.785
export IMPL_timing_max_transition_violations_final=0
export IMPL_post_cts_hold_fix_buffer_tally=0
export IMPL_criticalPathCategory="reg2out"
export IMPL_fmaxAchievable_mhz=163
export IMPL_vias_per_cell=5.59
export IMPL_final_cell_count_no_fill=597
export IMPL_worst_r2r_setup_slack_ns=2.82
export IMPL_floorplan_utilization=0.527
export IMPL_average_cell_area_after_synthesis_um2=9.21
export IMPL_post_cts_resized_instances=0
export IMPL_yosysWarningCount=1
export IMPL_largest_net_degree_at_the_start_of_global_routing=55
export IMPL_ff_type="sky130_fd_sc_hd__dfrtp_1"
export IMPL_stage_log_warnings=45
export IMPL_hold_class="reg2reg"
export IMPL_antennaDiodeCount=0
export IMPL_max_slew_worst_pin_slew_ns=0.867
export IMPL_num_io_pins=45
export IMPL_synthTopCellsByCount="sky130_fd_sc_hd__ha_1, sky130_fd_sc_hd__nand2_1, sky130_fd_sc_hd__dfrtp_1"
export IMPL_synth_lib_cells_used_distinct=60
export IMPL_clkTransAtPathRegs_ns=0.09
export IMPL_setup_worst_path_end_class="primary output"
export IMPL_timing_final_setup_violations=0
export IMPL_postCtsSetupBuffers=0
export IMPL_edf_count=0
export IMPL_wire_length_of_the_first_global_routing_pass_um=16100
export IMPL_detailedPlace_worstSlack_ns=2.04
export IMPL_grt_usage=0.247
export IMPL_worstHoldPathCells=1
export IMPL_power_ir_vdd_worst_uv=122
export IMPL_worst_slew_margin_relative_to_its_limit=0.422
export IMPL_place_hpwl_um=7340
export IMPL_grt_overflow=0
export IMPL_dpl_cell_count=589
export IMPL_syn_inst=449
export IMPL_postLayoutCellArea_mm2=0.00479
export IMPL_drt_wl_total_um=9460
export IMPL_vias=3338
export IMPL_fin_worst_skew_ns=0.00626
export IMPL_finalHoldViolations=0
export IMPL_clock_tree_from_tritoncts="built"
export IMPL_synth_cells_yosys=449
export IMPL_design_die_area_mm2=0.00864
export IMPL_final_antenna_net_count=0
export IMPL_largest_type_area_fraction=0.248
export IMPL_cp_start_kind="flop"
export IMPL_antenna_found_initial=0
export IMPL_top_cells_by_area="sky130_fd_sc_hd__dfrtp_1, sky130_fd_sc_hd__ha_1, sky130_fd_sc_hd__dfstp_2"
export IMPL_die_h_um=92.9
export IMPL_cts_root_buf="sky130_fd_sc_hd__clkbuf_8"
export IMPL_worstSkewPairLatency_ns=0.30
export IMPL_arrival_ns=4.56
export IMPL_floorplan_core_area_mm2=0.00785
export IMPL_p_leak_uw=0.00220
export IMPL_ys_seq_share=0.331
export IMPL_synthArstFlopShare=1.00
export IMPL_detail_route_iter0_violations=211
export IMPL_final_layout_size_suffix_gt1_frac=0.0889
export IMPL_timing_max_cap_violations=0
export IMPL_areaGrowthSynthToFinish_pct=15.9
export IMPL_final_critical_path_setup_slack_ns=1.68
export IMPL_netlist_top_cell_by_instances="sky130_fd_sc_hd__ha_1"
export IMPL_cts_buffers_inserted=5
export IMPL_numClockSinks=54
export IMPL_area_of_the_mapped_netlist_mm2=0.00413
export IMPL_final_setup_tns_ns=0
export IMPL_placement_rows=32
export IMPL_worst_r2r_path_depth=15
export IMPL_detail_route_drc_violations=0
export IMPL_numPortBuffers=44
export IMPL_cts_htree_levels=2
export IMPL_worst_endpoint_required_ns=6.24
export IMPL_yosys_area_mm2=0.00413
export IMPL_crit_path_max_fanout=13
export IMPL_grt_setup_unrepaired="false"
export IMPL_gp_congestion=0.905
export IMPL_wire_per_inst_um=15.9
export IMPL_first_pass_iters=4
export IMPL_die_w_um=92.9
export IMPL_postSynthRegisterBits=54
export IMPL_pwr_density_cell_mw_per_mm2=225
export IMPL_post_route_min_period_ns=6.12
export IMPL_grt_pass1_vias=3217
[where the power goes]
part,internal (µW),switching [µW]
clock network,96.2,89.4
logic,273,232
registers,319,71.4
[cell families after synthesis]
logic type | after synthesis | synth area share
other | 1 | 0.000907
AND-OR/OR-AND | 99 | 0.155
AND/OR/NAND/NOR | 153 | 0.191
flip-flops | 54 | 0.331
multiplexers | 23 | 0.0702
adder cells (fa/ha/maj) | 48 | 0.149
XOR/XNOR | 32 | 0.0678
buffers and inverters | 39 | 0.0357
[routing by layer]
metal / wire, µm / vias to the layer above / global-route usage
met3: 536 / 14 / 0.0476
met5: 0 / - / 0
met2: 4220 / 77 / 0.374
met1: 4550 / 1569 / 0.387
li1: - / 1678 / -
met4: 164 / 0 / 0.0385
[stage by stage]
step / utilization / hold WS (ns) / power [µW]
2_1_floorplan: - / 0.404 / 709
3_3_place_gp: 0.597 / 0.451 / 897
3_5_place_dp: 0.597 / 0.453 / 898
4_1_cts: 0.611 / 0.481 / 1090
5_1_grt: 0.611 / 0.513 / 1170
6_report: 0.611 / 0.473 / 1080
[area by class of cell]
class	count	area (µm²)
fill	705	3060
inverter	31	116
sequential	54	1370
timing repair buffer	46	455
multi-input combinational	356	2620
tap	102	128
clock inverter	1	30.0
clock buffer	7	76.3
[final timing paths]
check | end | from
min in group asynchronous | rom_a[2]$_DFFE_PP0P_ | reset
setup reg to reg | state[8]$_DFF_PP0_ | cnt[0]$_DFF_PP0_
max in group asynchronous | cnt[1]$_DFF_PP0_ | reset
hold reg to reg | state[1]$_DFF_PP0_ | state[1]$_DFF_PP0_
setup / recovery | sram_a[8] | cnt[0]$_DFF_PP0_
hold / removal | state[1]$_DFF_PP0_ | state[1]$_DFF_PP0_
[cells in the final DEF, fill, tap and decap left out, types with 3 or more instances in the layout]
master,n
sky130_fd_sc_hd__or2_2,4
sky130_fd_sc_hd__mux2i_1,11
sky130_fd_sc_hd__clkdlybuf4s50_1,44
sky130_fd_sc_hd__nor4_1,3
sky130_fd_sc_hd__nor2_1,37
sky130_fd_sc_hd__nand2_1,45
sky130_fd_sc_hd__a21boi_0,4
sky130_fd_sc_hd__a22o_1,9
sky130_fd_sc_hd__a31oi_1,5
sky130_fd_sc_hd__nand2b_1,7
sky130_fd_sc_hd__nand3b_1,3
sky130_fd_sc_hd__dfrtp_1,41
sky130_fd_sc_hd__ha_1,46
sky130_fd_sc_hd__clkbuf_8,5
sky130_fd_sc_hd__o31ai_1,3
sky130_fd_sc_hd__nor2b_1,9
sky130_fd_sc_hd__mux2_2,8
sky130_fd_sc_hd__o22ai_1,3
sky130_fd_sc_hd__a21oi_1,25
sky130_fd_sc_hd__nand4_1,11
sky130_fd_sc_hd__and2_1,5
sky130_fd_sc_hd__nand3_1,10
sky130_fd_sc_hd__inv_1,29
sky130_fd_sc_hd__dfstp_2,13
sky130_fd_sc_hd__o21ai_0,20
sky130_fd_sc_hd__a22oi_1,3
sky130_fd_sc_hd__a21o_1,8
sky130_fd_sc_hd__xnor2_1,21
sky130_fd_sc_hd__mux4_2,4
sky130_fd_sc_hd__a211oi_1,4
sky130_fd_sc_hd__xor2_1,11
sky130_fd_sc_hd__nor3_1,4
sky130_fd_sc_hd__o21ai_1,3
[critical path, cell delays in order (launching register included)]
cell	delay, ns
sky130_fd_sc_hd__dfrtp_1	0.68
sky130_fd_sc_hd__inv_1	0.22
sky130_fd_sc_hd__ha_1	0.25
sky130_fd_sc_hd__a21oi_1	0.13
sky130_fd_sc_hd__a21boi_0	0.35
sky130_fd_sc_hd__ha_1	0.30
sky130_fd_sc_hd__o21ai_0	0.13
sky130_fd_sc_hd__nor2b_1	0.24
sky130_fd_sc_hd__inv_1	0.09
sky130_fd_sc_hd__fa_1	0.43
sky130_fd_sc_hd__nor2b_1	0.16
sky130_fd_sc_hd__o21ai_0	0.18
sky130_fd_sc_hd__a32oi_1	0.25
sky130_fd_sc_hd__xnor2_1	0.09
sky130_fd_sc_hd__o22ai_1	0.25
sky130_fd_sc_hd__clkdlybuf4s50_1	0.52
Power is estimated from default activity; no workload was simulated.
